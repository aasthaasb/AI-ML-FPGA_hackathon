### design/flow/config.mk
export PLATFORM = sky130hd
export DESIGN_NAME = traffic_controller
export DESIGN_NICKNAME = traffic_controller
export VERILOG_FILES = /design/flow/design.v
export SDC_FILE = /design/flow/constraint.sdc
export NUM_CORES = 4
export LEC_CHECK = 1
export CORE_UTILIZATION = 50
### design/flow/constraint.sdc
current_design traffic_controller

set clk_period 5.0
set clk_io_pct 0.2

create_clock -name clk0 -period $clk_period [get_ports {clk}]

set non_clock_inputs [all_inputs -no_clocks]
set_input_delay [expr $clk_period * $clk_io_pct] -clock clk0 $non_clock_inputs
set_output_delay [expr $clk_period * $clk_io_pct] -clock clk0 [all_outputs]
### design/flow/design.v
`timescale 1ns / 1ps
module traffic_controller (
    input  wire        clk,
    input  wire        rst,               
    input  wire [1:0]  congestion_level,  
    input  wire        fail_safe_en,     
    output reg  [1:0]  active_phase,      
    output reg         yellow,            
    output reg         all_red,           
    output reg         fail_safe_active,  
    output reg [15:0]  green_time_ticks   
);
    localparam integer SCALE           = 10;    
    localparam integer YELLOW_TICKS    = (2000  / SCALE);   
    localparam integer ALLRED_TICKS    = (1000  / SCALE);   
    localparam integer FAILSAFE_TICKS  = (8000  / SCALE);   
    localparam integer MIN_GREEN_TICKS = (4000  / SCALE);   
    reg [15:0] green_lut [0:3];
    initial begin
        green_lut[0] = (4000  / SCALE);   
        green_lut[1] = (6000  / SCALE);   
        green_lut[2] = (10000 / SCALE);   
        green_lut[3] = (16000 / SCALE);   
    end
    localparam integer S_NS_GREEN  = 3'd0;
    localparam integer S_NS_YELLOW = 3'd1;
    localparam integer S_ALL_RED1  = 3'd2;
    localparam integer S_EW_GREEN  = 3'd3;
    localparam integer S_EW_YELLOW = 3'd4;
    localparam integer S_ALL_RED2  = 3'd5;
    reg [2:0] state, next_state;
    reg [31:0] timer;
    reg [1:0] prev_level;
    reg [15:0] same_count;
    localparam integer STUCK_THRESH = 30; 
    initial begin
        state = S_NS_GREEN;
        next_state = S_NS_GREEN;
        active_phase = 2'd0;
        yellow = 1'b0;
        all_red = 1'b0;
        fail_safe_active = 1'b0;
        green_time_ticks = MIN_GREEN_TICKS;
        timer = 32'd0;
        prev_level = 2'd0;
        same_count = 16'd0;
    end
    always @(posedge clk) begin
        if (rst) begin
            prev_level <= 2'd0;
            same_count <= 16'd0;
            fail_safe_active <= 1'b0;
        end else begin
            if (congestion_level == prev_level)
                same_count <= same_count + 1'b1;
            else begin
                same_count <= 16'd0;
                prev_level <= congestion_level;
            end
            if (same_count > STUCK_THRESH)
                fail_safe_active <= 1'b1;
            else
                fail_safe_active <= fail_safe_en | (same_count > STUCK_THRESH);
        end
    end
    always @(posedge clk) begin
        if (rst) timer <= 32'd0;
        else if (timer > 0) timer <= timer - 1'b1;
    end
    always @(*) begin
        next_state = state;
        case (state)
            S_NS_GREEN:  if (timer == 0) next_state = S_NS_YELLOW;
            S_NS_YELLOW: if (timer == 0) next_state = S_ALL_RED1;
            S_ALL_RED1:  if (timer == 0) next_state = S_EW_GREEN;
            S_EW_GREEN:  if (timer == 0) next_state = S_EW_YELLOW;
            S_EW_YELLOW: if (timer == 0) next_state = S_ALL_RED2;
            S_ALL_RED2:  if (timer == 0) next_state = S_NS_GREEN;
            default: next_state = S_NS_GREEN;
        endcase
    end
    always @(posedge clk) begin
        if (rst) begin
            state <= S_NS_GREEN;
            active_phase <= 2'd0;
            yellow <= 1'b0;
            all_red <= 1'b0;
            timer <= 32'd0;
            green_time_ticks <= MIN_GREEN_TICKS;
        end else begin
            state <= next_state;
            yellow <= 1'b0;
            all_red <= 1'b0;
            case (next_state)
                S_NS_GREEN: begin
                    active_phase <= 2'd0;
                    if (fail_safe_active)
                        green_time_ticks <= FAILSAFE_TICKS;
                    else begin
                        if (green_lut[congestion_level] < MIN_GREEN_TICKS)
                            green_time_ticks <= MIN_GREEN_TICKS;
                        else
                            green_time_ticks <= green_lut[congestion_level];
                    end
                    timer <= green_time_ticks;
                end
                S_NS_YELLOW: begin
                    yellow <= 1'b1;
                    timer <= YELLOW_TICKS;
                end
                S_ALL_RED1: begin
                    all_red <= 1'b1;
                    timer <= ALLRED_TICKS;
                end
                S_EW_GREEN: begin
                    active_phase <= 2'd1;
                    if (fail_safe_active)
                        green_time_ticks <= FAILSAFE_TICKS;
                    else
                        green_time_ticks <= green_lut[congestion_level];
                    timer <= green_time_ticks;
                end
                S_EW_YELLOW: begin
                    yellow <= 1'b1;
                    timer <= YELLOW_TICKS;
                end
                S_ALL_RED2: begin
                    all_red <= 1'b1;
                    timer <= ALLRED_TICKS;
                end
                default: begin
                    timer <= MIN_GREEN_TICKS;
                end
            endcase
        end
    end
endmodule
### design/flow/run.sh
#!/bin/bash
# OpenROAD 26Q1-2900-gdf79404cd8, Yosys 0.63+post, stock flow scripts
make -C /OpenROAD-flow-scripts/flow DESIGN_CONFIG=/design/flow/config.mk WORK_HOME=/design/flow/orfs finish
==> results.py <==
# Flow results
metrics = {
    "synth": {
        "mux_area_frac": 0.03665,
        "top_cell_area_share": 0.4096,
        "ys_cells": 268,
        "ys.flops": 51,
        "yosys_warnings": 1,
        "ys_top_cells_by_area": "dfxtp_1, nor2_1, ha_1",
        "simple_gate_area_frac": 0.2626,
        "ys_sh_aoi": 0.1230,
        "synth_seq_share": 0.4096,
        "top_area_cell": "dfxtp_1",
        "ys_chip_area_sq_mm": 0.002492,
        "yosys_most_used_dff": "dfxtp_1",
        "synthTopLogicFamily": "simple AND/OR/NAND/NOR gates",
        "synth-xor-area-share": 0.06677,
        "synth-async-reset-ratio": 0,
        "synth_cell_types": 55,
        "ys_sh_adder": 0.04016,
        "edf_count": 0,
    },
    "status": {
        "status": "did not finish",
        "haltStage": "synthesis (1_2_yosys)",
        "error": "ERROR: Found 9 problems in 'check -assert'.",
    },
}
-- Yosys cell counts (4+ instances only) --
library cell   n
o21ai_0        6
buf_4         10
nand3_1       11
or3_1          4
ha_1           8
nor4_1         6
nor3_1         5
nor2_1        42
nand2_1       11
xnor2_1        9
a211oi_1       5
a21oi_1       12
nand2b_1       6
inv_1          7
dfxtp_1       51
nor3b_2        4
clkbuf_1       5
mux2i_1        8
xor2_1        10
-- kinds of logic after synthesis --
logic type | after synthesis
AND-OR/OR-AND | 41
XOR/XNOR | 19
adder cells (fa/ha/maj) | 8
buffers and inverters | 26
flip-flops | 51
multiplexers | 9
other | 1
AND/OR/NAND/NOR | 113
